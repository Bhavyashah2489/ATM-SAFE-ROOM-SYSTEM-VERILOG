File: flow/run.sh
#!/bin/bash
# OpenROAD 26Q1-2900-gdf79404cd8, Yosys 0.63+post, stock flow scripts
make -C /OpenROAD-flow-scripts/flow DESIGN_CONFIG=/design/flow/config.mk WORK_HOME=/design/flow/orfs finish
File: flow/config.mk
export PLATFORM = sky130hd
export DESIGN_NAME = atm_secure_room_system
export DESIGN_NICKNAME = atm_secure_room_system
export VERILOG_FILES = /design/flow/design.v
export SDC_FILE = /design/flow/constraint.sdc
export NUM_CORES = 4
export LEC_CHECK = 1
export CORE_UTILIZATION = 40
File: flow/constraint.sdc
current_design atm_secure_room_system

set clk_period 4.0
set clk_io_pct 0.2

create_clock -name clk0 -period $clk_period [get_ports {clk}]

set non_clock_inputs [all_inputs -no_clocks]
set_input_delay [expr $clk_period * $clk_io_pct] -clock clk0 $non_clock_inputs
set_output_delay [expr $clk_period * $clk_io_pct] -clock clk0 [all_outputs]
File: flow/design.v
`timescale 1ns / 1ps
module atm_secure_room_system( 
                input clk,reset_n,
 input sensor_entry, sensor_exit, 
 input [1:0] passcode_digit_1, passcode_digit_2,
 output wire GREEN_LIGHT,RED_LIGHT,
 output reg [6:0] DISPLAY_1, DISPLAY_2
    );
parameter IDLE = 3'b000, WAIT_PASSCODE = 3'b001, INVALID_PASSCODE = 3'b010, VALID_PASSCODE = 3'b011, ROOM_LOCKED = 3'b100;
reg[2:0] current_state, next_state;
reg[31:0] counter_wait;
reg red_light_tmp, green_light_tmp;
always @(posedge clk or negedge reset_n)
begin
    if(~reset_n) 
        current_state = IDLE;
    else
        current_state = next_state;
end
always @(posedge clk or negedge reset_n) 
begin
    if(~reset_n) 
        counter_wait <= 0;
    else if(current_state==WAIT_PASSCODE)
        counter_wait <= counter_wait + 1;
    else 
        counter_wait <= 0;
end
always @(*)
begin
    case(current_state)
        IDLE: begin
            if(sensor_entry == 1)
                next_state = WAIT_PASSCODE;
            else
                next_state = IDLE;
        end
        WAIT_PASSCODE: begin
            if(counter_wait <= 3)
                next_state = WAIT_PASSCODE;
            else begin
                if((passcode_digit_1==2'b01)&&(passcode_digit_2==2'b10))
                    next_state = VALID_PASSCODE;
                else 
                    next_state = INVALID_PASSCODE;
            end
        end
        INVALID_PASSCODE: begin
            if((passcode_digit_1==2'b01)&&(passcode_digit_2==2'b10))
                next_state = VALID_PASSCODE;
            else
                next_state = INVALID_PASSCODE;
        end
        VALID_PASSCODE: begin
            if(sensor_entry==1 && sensor_exit == 1)
                next_state = ROOM_LOCKED;
            else if(sensor_exit == 1)
                next_state = IDLE;
            else
                next_state = VALID_PASSCODE;
        end
        ROOM_LOCKED: begin
            if((passcode_digit_1==2'b01)&&(passcode_digit_2==2'b10))
                next_state = VALID_PASSCODE;
            else
                next_state = ROOM_LOCKED;
        end
        default: next_state = IDLE;
    endcase
end
always @(posedge clk) begin 
    case(current_state)
        IDLE: begin
            green_light_tmp = 1'b0;
            red_light_tmp = 1'b0;
            DISPLAY_1 = 7'b1111111;  
            DISPLAY_2 = 7'b1111111;  
        end
        WAIT_PASSCODE: begin
            green_light_tmp = 1'b0;
            red_light_tmp = 1'b1;
            DISPLAY_1 = 7'b000_0110;  
            DISPLAY_2 = 7'b010_1011;  
        end
        INVALID_PASSCODE: begin
            green_light_tmp = 1'b0;
            red_light_tmp = ~red_light_tmp;
            DISPLAY_1 = 7'b000_0110;  
            DISPLAY_2 = 7'b000_0110;  
        end
        VALID_PASSCODE: begin
            green_light_tmp = ~green_light_tmp;
            red_light_tmp = 1'b0;
            DISPLAY_1 = 7'b000_0010;  
            DISPLAY_2 = 7'b100_0000;  
        end
        ROOM_LOCKED: begin
            green_light_tmp = 1'b0;
            red_light_tmp = ~red_light_tmp;
            DISPLAY_1 = 7'b001_0010;  
            DISPLAY_2 = 7'b000_1100;  
        end
    endcase
end
assign RED_LIGHT = red_light_tmp;
assign GREEN_LIGHT = green_light_tmp;
endmodule
==> load_flow_metrics.sql <==
-- metrics for the results database
INSERT INTO impl_metrics (metric_group, metric, value, unit) VALUES
('sta', 'finalHoldViolations', '0', ''),
('sta', 'relSlewSlack', '0.568', ''),
('logic_synthesis', 'leading_cell_type_by_number_of_instances_after_synthesis', 'sky130_fd_sc_hd__dfrtp_1', ''),
('logic_synthesis', 'ys_sh_mux', '0', ''),
('run', 'warnings', '25', ''),
('place', 'gpl.final_weighted_congestion', '0.779', ''),
('global_route', 'grt_pass1_wl', '7640', 'um'),
('logic_synthesis', 'ys_async_sr_fraction', '0.771', ''),
('place', 'place_hpwl', '2820', 'um'),
('clock_network', 'worstSkewPairLatency', '0.30', 'ns'),
('die', 'core', '5640', 'um^2'),
('logic_synthesis', 'yosys.area_share.aoi', '0.126', ''),
('power_and_ir_drop', 'power.density_cell_area', '475', 'nW/um^2'),
('sta', 'setup-tns-final', '0', 'ns'),
('logic_synthesis', 'syn_inst', '236', ''),
('setup_path', 'timing.critical_path.required', '4.23', 'ns'),
('setup_path', 'worstSetupStartpointType', 'flip-flop', ''),
('routing', 'drt-vias-per-instance', '5.52', ''),
('clock_network', 'post_cts.repair.setup_buffers', '0', ''),
('place', 'dpl_cell_area', '2600', 'um^2'),
('global_route', 'antenna_found_initial', '0', ''),
('power_and_ir_drop', 'fin_total_pwr', '1.28', 'mW'),
('clock_network', 'tritoncts_clock_tree', 'done', ''),
('layout', 'layout_cell_area_excl_fill', '2700', 'um^2'),
('routing', 'detail_route.antenna_diodes', '0', ''),
('logic_synthesis', 'synth_adder_area_share', '0.00524', ''),
('routing', 'drt_drc_violations_left', '0', ''),
('die', 'rows', '27', ''),
('run', 'max-cap-violations', '0', ''),
('sta', 'max_freq', '445', 'MHz'),
('layout', 'post_route_cells_drive_above_1_share', '0.0873', ''),
('routing', 'detail-route-antenna-nets', '0', ''),
('sta', 'min_period', '2.25', 'ns'),
('routing', 'drt_pass1_iterations', '4', ''),
('clock_network', 'clk_root_buffer_cell', 'sky130_fd_sc_hd__clkbuf_8', ''),
('logic_synthesis', 'netlist.top_cell.by_area', 'sky130_fd_sc_hd__dfrtp_1', ''),
('logic_synthesis', 'topCombFamilyByArea', 'simple AND/OR/NAND/NOR gates', ''),
('die', 'chip_area', '6280', 'um^2'),
('clock_network', 'cts_max_path_buffers', '2', ''),
('sta', 'setup_viol', '0', ''),
('global_route', 'grt-ovfl-total', '0', ''),
('sta', 'grt_setup_unrepaired', 'no', ''),
('logic_synthesis', 'synth.yosys.seq_area_share', '0.527', ''),
('logic_synthesis', 'count_of_synthesis_stage_warnings_from_yosys', '1', ''),
('sta', 'finalMaxSlewViolations', '0', ''),
('clock_network', 'clock_sinks', '48', ''),
('routing', 'detailroute.via_count', '1790', ''),
('logic_synthesis', 'top_cells_by_count', 'sky130_fd_sc_hd__dfrtp_1, sky130_fd_sc_hd__a21oi_1, sky130_fd_sc_hd__nand2_1, sky130_fd_sc_hd__nor2_1, sky130_fd_sc_hd__o31ai_1', ''),
('clock_network', 'cts.repair.resized', '0', ''),
('logic_synthesis', 'ys_dominant_reg_cell', 'sky130_fd_sc_hd__dfrtp_1', ''),
('status', 'run_status', 'completed', ''),
('logic_synthesis', 'ys_ff', '48', ''),
('logic_synthesis', 'synthesis.area_per_instance', '10.1', 'um^2'),
('setup_path', 'worst-path-max-fanout', '17', ''),
('power_and_ir_drop', 'vdd_ir_drop_max', '0.000254', 'V'),
('logic_synthesis', 'top_cell_area_share', '0.378', ''),
('routing', 'initialDrtViolationCount', '100', ''),
('clock_network', 'ctsHtreeMaxLevel', '2', ''),
('sta', 'worst-slew-pin-transition', '0.642', 'ns'),
('logic_synthesis', 'yosys-stat-area', '2390', 'um^2'),
('die', 'floorplan.die.height', '79.2', 'um'),
('setup_path', 'worstSetupEndpointType', 'flip-flop', ''),
('sta', 'clock_skew', '0.00634', 'ns'),
('min_path', 'worstHoldPathType', 'reg -> reg', ''),
('logic_synthesis', 'synth.distinct_cells', '40', ''),
('die', 'starting_density_of_the_core', '0.423', ''),
('place', 'dp_slack', '1.80', 'ns'),
('clock_network', 'cts_hold_repair.buffers', '0', ''),
('die', 'fp.dieW', '79.2', 'um'),
('logic_synthesis', 'cell_types_occupying_the_most_area_after_synthesis', 'sky130_fd_sc_hd__dfrtp_1, sky130_fd_sc_hd__edfxtp_1, sky130_fd_sc_hd__a21oi_1', ''),
('sta', 'layout_worst_path_cycle_share', '0.562', '');
## layout make-up
class	instances	area, um^2
multi-input cells	164	995
repair buffers	24	230
clock inverters	3	23.8
flip-flops and latches	48	1260
inverters	8	30.0
fillers	525	2950
well taps	72	90.1
clock buffers	5	68.8
## final timing paths
kind	startpoint	end	slack [ns]	depth (start not counted)
worst max-delay path	counter_wait[10]	counter_wait[31]	1.75	4
worst max register to register	counter_wait[10]	counter_wait[31]	1.75	4
worst min-delay path	counter_wait[0]	counter_wait[0]	0.49	1
min in group asynchronous	reset_n	counter_wait[20]	0.53	2
worst min register to register	counter_wait[0]	counter_wait[0]	0.49	1
max in group asynchronous	reset_n	current_state[0]	3.11	2
## cells by family after synthesis
family          after synthesis
xor+xnor                      9
flops                        48
fa+ha+maj                     1
simple gates                102
other cells                   1
buf+inv                      24
compound gates               51
## per-stage QoR
step                      hold WS (ns)  cells  utilization
after detailed placement         0.471    316        0.461
after CTS                        0.487    324        0.478
after global routing             0.505    324        0.478
after floorplan                  0.446    236            -
final                            0.488    324        0.478
after global placement           0.464    316        0.461
## routing by layer
metal	GRT usage	wire length, um	up-vias
met4	0.0164	52	0
met3	0.0315	148	5
met2	0.228	1810	27
met1	0.271	2250	851
met5	0	0	-
li1	-	-	907
## worst max-delay path, cell delays in order (launching register included)
cell and delay (ns):
sky130_fd_sc_hd__dfrtp_1 0.47, sky130_fd_sc_hd__nand4_2 0.18, sky130_fd_sc_hd__or4_1 0.80, sky130_fd_sc_hd__or4_1 0.58, sky130_fd_sc_hd__a21oi_1 0.14
## state kept, by name, indices dropped and copies added, names as in the netlist
signal,count
current_state,5
DISPLAY_1,3
green_light_tmp,1
red_light_tmp,1
DISPLAY_2,6
counter_wait,32
## power by group
group / internal (mW) / switching [mW]
Combinational: 0.179 / 0.140
Clock: 0.124 / 0.167
Sequential: 0.618 / 0.0519
Total: 0.921 / 0.359
## layout by cell type (no fill, tap or decap), types with 2 or more instances in the layout
cell type / Yosys / final
sky130_fd_sc_hd__nor2_1: 16 / 16
sky130_fd_sc_hd__nor4_1: 12 / 12
sky130_fd_sc_hd__nand2_1: 16 / 16
sky130_fd_sc_hd__nand4_2: 2 / 2
sky130_fd_sc_hd__o31ai_1: 14 / 14
sky130_fd_sc_hd__o21ai_0: 11 / 11
sky130_fd_sc_hd__xnor2_1: 7 / 7
sky130_fd_sc_hd__nand4_1: 5 / 5
sky130_fd_sc_hd__dfrtp_1: 36 / 36
sky130_fd_sc_hd__a21oi_1: 23 / 23
sky130_fd_sc_hd__nor3_1: 3 / 3
sky130_fd_sc_hd__or2_2: 3 / 3
sky130_fd_sc_hd__or3_1: 10 / 10
sky130_fd_sc_hd__or4_1: 13 / 13
sky130_fd_sc_hd__clkinvlp_4: 0 / 2
sky130_fd_sc_hd__edfxtp_1: 11 / 11
sky130_fd_sc_hd__buf_4: 5 / 2
sky130_fd_sc_hd__clkbuf_8: 0 / 5
sky130_fd_sc_hd__inv_1: 8 / 8
sky130_fd_sc_hd__xor2_1: 2 / 2
sky130_fd_sc_hd__clkdlybuf4s50_1: 0 / 21
sky130_fd_sc_hd__nand3_1: 11 / 11
No activity file was given, so power comes from the tool's default toggle rates.
